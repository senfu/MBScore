## ./config.mk

```make
export PLATFORM = sky130hd
export DESIGN_NAME = MBScore_alu
export DESIGN_NICKNAME = MBScore_alu
export VERILOG_FILES = /design/flow/design.v
export SDC_FILE = /design/flow/constraint.sdc
export NUM_CORES = 4
export LEC_CHECK = 1
export CORE_UTILIZATION = 40
```

## ./constraint.sdc

```tcl
current_design MBScore_alu

set clk_period 14.8
set clk_io_pct 0.2

create_clock -name clk0 -period $clk_period

set non_clock_inputs [all_inputs -no_clocks]
set_input_delay [expr $clk_period * $clk_io_pct] -clock clk0 $non_clock_inputs
set_output_delay [expr $clk_period * $clk_io_pct] -clock clk0 [all_outputs]
```

## ./design.v

```verilog
module MBScore_alu(
    input                            rst,
    input      [32-1:0]     alu_in_a,
    input      [32-1:0]     alu_in_b,
    input      [4-1:0]   alu_op_type,
    output reg [32-1:0]     alu_out,
    output reg                       cf
);
    always @(alu_op_type or rst)
    begin
        if(rst)
        {cf,alu_out} = {1'b0,32'b0};
        else
        case(alu_op_type)
        4'd1:    {cf,alu_out} = {1'b0 + alu_in_a} + {1'b0 + alu_in_b};
        4'd13:   {cf,alu_out} = {1'b0,alu_in_a + alu_in_b};
        4'd2:    {cf,alu_out} = {1'b0 + alu_in_a} - {1'b0 + alu_in_b};
        4'd14:   {cf,alu_out} = {1'b0,alu_in_a - alu_in_b};
        4'd3:    {cf,alu_out} = {1'b0,alu_in_a & alu_in_b};
        4'd4:     {cf,alu_out} = {1'b0,alu_in_a | alu_in_b};
        4'd5:    {cf,alu_out} = {1'b0,alu_in_a ^ alu_in_b};
        4'd6:    {cf,alu_out} = {1'b0,~(alu_in_a | alu_in_b)};
        4'd7:    {cf,alu_out} = {1'b0,alu_in_a << alu_in_b};
        4'd8:    {cf,alu_out} = {1'b0,alu_in_a >> alu_in_b};
        4'd9:    {cf,alu_out} = {1'b0,$signed(alu_in_a) >>> alu_in_b};
        4'd10:     {cf,alu_out} = {1'b0,(alu_in_a == alu_in_b) ? 32'd1 : 32'd0};
        4'd11:     {cf,alu_out} = {1'b0,(alu_in_a != alu_in_b) ? 32'd1 : 32'd0};
        4'd12:     {cf,alu_out} = {1'b0,( $signed(alu_in_a) < $signed(alu_in_b) ) ? 32'd1 : 32'd0}; 
        4'd15:    {cf,alu_out} = {1'b0,( $unsigned(alu_in_a) < $unsigned(alu_in_b) ) ? 32'd1 : 32'd0}; 
        default:        {cf,alu_out} = {1'b0,32'b0};
        endcase
    end
endmodule 
```

## ./run.sh

```bash
#!/bin/bash
# OpenROAD 26Q1-2900-gdf79404cd8, Yosys 0.63+post, stock flow scripts
make -C /OpenROAD-flow-scripts/flow DESIGN_CONFIG=/design/flow/config.mk WORK_HOME=/design/flow/orfs finish
```

==> impl_report.txt <==
=== SYNTHESIS / PLACE & ROUTE SUMMARY ===
----------------------------------------------------
[Status]
  Outcome ........................ completed

[Synthesis]
  Dominant cell type by area after synthesis ........................ ha_1
  Number of synthesis warnings ........................ 1
  Top-area cell type share of the netlist area ........................ 13.40%
  Mapped Avg Cell Area ........................ 6.447 sq um
  Summed instance area of the synthesized netlist ........................ 11950 sq um
  Top cell types by occurrence after synthesis ........................ nor2_1, a21oi_1, nand2_1
  Portion of the post-synthesis area used by sequential elements ........................ 0%
  Most common cell in the synthesized netlist ........................ nor2_1
  Cells after Synth ........................ 1854
  Distinct cells, synth ........................ 86
  Top cells by area ........................ ha_1, a21oi_1, o21ai_0, nor2_1, nand2_1
  Cells in synth_stat.txt ........................ 1854
  Area figure in the yosys stat output ........................ 11950 sq um

[Critical path]
  Critical Path Most Common Cell ........................ a21oi_1
  Critical path class ........................ primary input to output pin
  Data required time of the critical path ........................ 11.84 ns
  Crit path launch type ........................ primary input
  Worst-path cell chain ........................ clkdlybuf4s50_1 > buf_4 > or3_1 > nor2_1 > nand4_1 > or4_1 > nand3b_1 > nor3_1 > nand2_1 > nor3_1 > nor2_1 > xnor2_1 > ha_1 > a21oi_1 > o21ai_0 > a21oi_1 > o21ai_0 > a31o_2 > a221oi_1 > o211ai_1 > a21oi_1 > a31oi_1 > clkdlybuf4s50_1
  Worst stage delay on the critical path ........................ 0.45 ns
  Kind of capture point of the worst setup path ........................ output pin
  Cell type of the slowest stage on the worst timing path ........................ or4_1
  Arr. time, crit path ........................ 9.00 ns
  Crit-path max FO ........................ 14

[Timing]
  Accumulated negative setup slack ........................ 0 ns
  Final number of hold-violating endpoints ........................ 0
  Max Clock Freq ........................ 0.08361 GHz
  Final-report setup violation count ........................ 0
  Count of final max-slew check failures ........................ 0
  Unrepaired setup endpoints after global routing ........................ no
  Worst Max-Slew Pin Slew ........................ 0.8872 ns
  Post-layout period usage ........................ 80.81%
  Rel. slew slack ........................ 40.85%
  Shortest clock period the worst path allows after layout ........................ 11.96 ns

[Die]
  Die Y ........................ 174.9 um
  Die Size ........................ 30580 sq um
  Width of the chip ........................ 174.9 um
  CORE AREA ........................ 29010 sq um
  I/O pin count ........................ 102
  FP Util ........................ 41.20%
  Number of core rows ........................ 62

[Layout]
  Count of clock buffers in the final design ........................ 0
  Num sequential ........................ 0
  Sequential cell area ........................ 0 sq um
  Layout filler cell count ........................ 3096
  Non-filler instance count after layout ........................ 2256
  Share of post-route cells with drive strength above 1 ........................ 7.326%
  Synthesis-to-finish area growth ........................ 11.19%

[Route]
  Sum of routed wire length over all layers ........................ 63.92 mm
  Post-route antenna net violation count ........................ 0
  Iteration-0 DRC Markers ........................ 2369
  Router iterations before antenna repair ........................ 8
  Detail-routed net length per standard cell ........................ 28.33 um
  Remaining design rule violation count ........................ 0
  Via density per instance ........................ 6.848
  Vias ........................ 15448

[Placement]
  Weighted congestion at the end of routability-driven global placement ........................ 1.075
  Cell count after placement ........................ 2254
  Dpl hpwl ........................ 50.52 mm
  Port Buf Inserts ........................ 102

[Pwr]
  Internal power ........................ 0.0001883 W
  Largest vdd supply drop ........................ 0.01877 mV
  Static power due to leakage ........................ 5.219 nW
  Switching share of power ........................ 62.97%
  P per Cell Area ........................ 38.27 nW/um^2
  Power dissipated by switching net loads ........................ 0.0003203 W

[Global routing]
  Largest net degree at the start of global routing ........................ 84
  Total gr overflow ........................ 0
  Antenna violations before repair ........................ 1
  Total track usage ........................ 41.86%
  Global-route wire length before repair ........................ 94.03 mm
  Number of global-route vias before repair ........................ 14072

[Clocking]
  Buffers inserted during post-CTS setup optimization ........................ 0
  # hold bufs at CTS ........................ 0
  Post-cts sizing count ........................ 0

[Worst hold path]
  Hold Path Stages ........................ 5
  Class of the tightest hold or removal check ........................ primary input to output pin

[Job]
  Tool warnings ........................ 96
  Max capacitance violation total ........................ 0

----------------------------------------------------
cells in the final DEF, fill, tap and decap left out, types with 20 or more instances in the layout:
| master | n |
|---|---|
| nor2_1 | 199 |
| o21ai_0 | 160 |
| o21bai_1 | 20 |
| a21o_1 | 23 |
| a211oi_1 | 39 |
| clkdlybuf4s50_1 | 97 |
| nand2_1 | 187 |
| inv_1 | 95 |
| o211ai_1 | 20 |
| nand3_1 | 40 |
| ha_1 | 128 |
| mux2i_1 | 48 |
| a21oi_1 | 189 |
| buf_4 | 54 |
| xnor2_1 | 51 |
| mux4_2 | 29 |
| a31oi_1 | 38 |
| a221oi_1 | 45 |
| nor3_1 | 56 |
final cells by class:
| type | instances | area (sq um) | share of cell area, % |
|---|---|---|---|
| tap | 384 | 480.5 | 3.615 |
| inverter | 102 | 382.9 | 2.881 |
| multi-input combinational | 1615 | 11040 | 83.04 |
| antenna | 2 | 5.005 | 0.03766 |
| timing repair buffer | 153 | 1386 | 10.43 |
final timing paths:
kind	startpoint	endpoint
worst max-delay path	alu_in_b[5]	alu_out[30]
worst min-delay path	alu_in_b[2]	alu_out[1]
layer usage:
layer  GRT usage [%]  routed length [um]  vias to the layer above
met2           58.88               26000                     1070
li1                -                   -                     6965
met1           61.65               26980                     7262
met3           12.61                8701                      149
met5               0                  10                        -
met4           11.41                2224                        2
power groups by stage:
stage	Clock, W	Sequential, W	Combinational, W
5_1_grt	0	0	0.000544
4_1_cts	0	0	0.000492
logic make-up (layout without fill, tap and decap cells):
kind of cell             after synthesis  after routing  share of synthesized area (%)
AND-OR/OR-AND                        715            715                          39.10
buffers and inverters                239            255                          7.893
AND/OR/NAND/NOR                      613            613                          23.55
XOR/XNOR                              67             67                          4.909
adder cells (fa/ha/maj)              131            131                          13.90
multiplexers                          89             89                          10.65
other                                  0              2                              0
worst max-delay path, delay by kind of cell:
family / cells / cell delay [ns]
xor gates and xnor gates: 1 / 0.17
AOI/OAI and AO/OA: 9 / 1.93
buffers and inverters: 3 / 1.05
and+or+nand+nor: 9 / 2.49
adders and majority gates: 1 / 0.37
through the flow:
stage / utilization, % / setup WS [ns] / power (W) / hold WS (ns) / cell area (sq um)
floorplan: - / 4.699 / 0.0003147 / 6.067 / 11950
global placement: 45.79 / 3.078 / 0.0004913 / 7.006 / 13290
detailed placement: 45.79 / 3.000 / 0.0004890 / 7.001 / 13290
CTS: 45.79 / 2.982 / 0.0004919 / 7.004 / 13290
global route: 45.79 / 2.423 / 0.0005440 / 7.128 / 13290
finish: 45.81 / 2.840 / 0.0005086 / 7.034 / 13290
Power is estimated from default activity; no workload was simulated.
