--- /design/flow/config.mk ---
export PLATFORM = sky130hd
export DESIGN_NAME = MBScore_alu_operator_mux
export DESIGN_NICKNAME = MBScore_alu_operator_mux
export VERILOG_FILES = /design/flow/design.v
export SDC_FILE = /design/flow/constraint.sdc
export NUM_CORES = 4
export LEC_CHECK = 1
export CORE_AREA = 10 10 86 86
export DIE_AREA = 0 0 96 96
--- /design/flow/constraint.sdc ---
current_design MBScore_alu_operator_mux

set clk_period 3.0
set clk_io_pct 0.2

create_clock -name clk0 -period $clk_period

set non_clock_inputs [all_inputs -no_clocks]
set_input_delay [expr $clk_period * $clk_io_pct] -clock clk0 $non_clock_inputs
set_output_delay [expr $clk_period * $clk_io_pct] -clock clk0 [all_outputs]
--- /design/flow/design.v ---
`resetall
module MBScore_alu_operator_mux(
    input [15:0]                        imm,
    input [2-1:0]			alu_sel_a,
	input [2-1:0]			alu_sel_b,
    input [32-1:0]             rs,
    input [32-1:0]             rt,
    output [32-1:0]            alu_in_a,
    output [32-1:0]            alu_in_b
);
    assign alu_in_a = (alu_sel_a == 2'd1)? rs : imm;
    assign alu_in_b = (alu_sel_b == 2'd2)? rt : imm;
endmodule
--- /design/flow/run.sh ---
#!/bin/bash
# OpenROAD 26Q1-2900-gdf79404cd8, Yosys 0.63+post, stock flow scripts
make -C /OpenROAD-flow-scripts/flow DESIGN_CONFIG=/design/flow/config.mk WORK_HOME=/design/flow/orfs finish
==> results.json <==
{
  "first_pass_iters": 2,
  "lay_top_cells": "clkdlybuf4s50_1, and2_1, mux2_4",
  "post_cts_buffers": 0,
  "stdcell_count": 292,
  "yosys.stat.chipArea_um2": 766,
  "crit_path_end_kind": "primary output",
  "fp_util_pct": 13.8,
  "min_path_cells": 3,
  "slowest_stage": "clkdlybuf4s50_1",
  "whs_ns": 2.11,
  "synth_cell_type_count": 7,
  "die_w_um": 96,
  "synth-warning-count": 0,
  "seq_cell_count": 0,
  "vias_per_cell": 3.61,
  "ys_seq_share_pct": 0,
  "track_usage_pct": 8.50,
  "wire_per_inst_um": 15.3,
  "critPathTopFamily": "buffers and inverters",
  "regArea_um2": 0,
  "grt_pass1_vias": 1117,
  "fill_cells": 553,
  "met1_length_um": 1540,
  "cp.arrival_ns": 2.21,
  "min_period_over_period_pct": 93.6,
  "grt_max_degree": 18,
  "antennaDiodeCount": 0,
  "crit_required_ns": 2.40,
  "top_cell_area_share_pct": 54.9,
  "grt_first_pass_wirelength_um": 6180,
  "gp_congestion": 0.718,
  "worstSetupStartpointType": "primary input",
  "max_freq_mhz": 356,
  "hp-class": "in -> out",
  "setup_tns_ns": 0,
  "portBuffers": 148,
  "cts_resized": 0,
  "wl_met2_um": 2430,
  "syn_area_um2": 766,
  "ioPinCount": 148,
  "worst-path-stages": 5,
  "crit_chain": "clkdlybuf4s50_1 -> nor2b_4 -> buf_4 -> mux2_2 -> clkdlybuf4s50_1",
  "dp_hpwl_um": 4190,
  "endpoint": "alu_in_b[0]",
  "placed_cell_area_um2": 2320,
  "slew_headroom_pct": 87.4,
  "synthTopCellsByArea": "mux2_4, and2_1, mux2_2",
  "worst-setup-path-type": "in -> out",
  "design_area_um2": 2320,
  "synth_area_per_cell_um2": 10.6,
  "warning_count": 32,
  "max_cap_violations": 0,
  "power.density_nw_per_um2": 126,
  "ys_cells": 72,
  "antenna_found_initial": 0,
  "p_leak_uw": 0.000931,
  "wl_met3_um": 486,
  "final_common_cell": "clkdlybuf4s50_1",
  "startpoint": "alu_sel_b[1]",
  "synth_cells": 72,
  "ir_drop_mv": 0.0451,
  "cpMostUsedCell": "clkdlybuf4s50_1",
  "place_inst": 292,
  "wl_um": 4480,
  "core_area_um2": 5540,
  "worst_pin_slew_ns": 0.189,
  "slowest_delay_ns": 0.46,
  "report.final.slew_viol_count": 0,
  "rsz0062_at_grt": "false",
  "row_count": 27,
  "setup_viol": 0,
  "total_power_uw": 292,
  "area.growth.synth_to_final_pct": 203,
  "routed.top_layer": "met4",
  "path_buffers": 3,
  "postCtsHoldBufs": 0,
  "drc_errors": 0,
  "drtAntennaViolNets": 0,
  "drt_iter0_markers": 25,
  "status": "finished clean",
  "yosysTopAreaCell": "mux2_4",
  "drive_above_1_share_pct": 18.2,
  "hold_violations": 0,
  "vias": 1054,
  "cp_max_fo": 17,
  "fin_crit_ns": 2.81,
  "clock_buffer_count": 0,
  "die_y_um": 96,
  "chipArea_um2": 9220,
  "grt_overflow": 0
}
## synthesized netlist by cell type
cell and n:
mux2_2 4, buf_12 2, clkbuf_2 2, and2_1 32, nor2b_4 2, mux2_4 28
buf_6 2
## where the power goes
part / total [uW] / internal, uW / switching [uW]
Combinational: 292 / 238 / 54.5
Clock: 0 / 0 / 0
Sequential: 0 / 0 / 0
Total: 292 / 238 / 54.5
## metal layers
metal,up-vias,global-route usage (%)
met3,2,3.22
met1,451,8.80
met2,62,16.4
met4,0,0.491
li1,539,-
met5,-,0
## metrics by stage
| stage | setup WS, ns | util (%) |
|---|---|---|
| final | 0.193 | 41.9 |
| after global routing | 0.0997 | 41.9 |
| after CTS | 0.166 | 41.9 |
| after detailed placement | 0.168 | 41.9 |
| after global placement | 0.186 | 41.9 |
| after floorplan | 1.17 | - |
## cell type report
cell class                 count  area, um^2  area share (%)
timing repair buffer         154        1540            66.3
multi-input combinational     66         693            29.8
tap                           72        90.1            3.88
## tightest hold or removal path, cell delays in order
cell,delay [ns]
clkdlybuf4s50_1,0.39
and2_1,0.13
clkdlybuf4s50_1,0.40
## cell families after synthesis
logic type	count (synthesis)	synth area share (%)
simple gates	34	29.7
mux	32	60.8
buf+inv	6	9.48
## how the worst min path moves through the flow
stage     startpoint           end  slack, ns
5_1_grt       rt[18]  alu_in_b[18]       2.13
6_report      rt[18]  alu_in_b[18]       2.11
4_1_cts       rt[18]  alu_in_b[18]       2.11
Power is estimated from default activity; no workload was simulated.
